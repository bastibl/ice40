==> ./design.v <==
module dividerp1(input wire clk,
                 output wire clk_out);
parameter M = 1200000;
localparam N = $clog2(M);
reg [N-1:0] divcounter = 0;
always @(posedge clk)
    divcounter <= (divcounter == M - 1) ? 0 : divcounter + 1;
assign clk_out = (divcounter == 0) ? 1 : 0;
endmodule
==> ./run.sh <==
#!/bin/bash
# OpenROAD 26Q1-2900-gdf79404cd8, Yosys 0.63+post, stock flow scripts
make -C /OpenROAD-flow-scripts/flow DESIGN_CONFIG=/design/flow/config.mk WORK_HOME=/design/flow/orfs finish
==> ./config.mk <==
export PLATFORM = sky130hd
export DESIGN_NAME = dividerp1
export DESIGN_NICKNAME = dividerp1
export VERILOG_FILES = /design/flow/design.v
export SDC_FILE = /design/flow/constraint.sdc
export NUM_CORES = 4
export LEC_CHECK = 1
export CORE_AREA = 10 10 88 88
export DIE_AREA = 0 0 98 98
==> ./constraint.sdc <==
current_design dividerp1

set clk_period 2.7
set clk_io_pct 0.2

create_clock -name clk0 -period $clk_period [get_ports {clk}]

set non_clock_inputs [all_inputs -no_clocks]
set_input_delay [expr $clk_period * $clk_io_pct] -clock clk0 $non_clock_inputs
set_output_delay [expr $clk_period * $clk_io_pct] -clock clk0 [all_outputs]
==> impl_results.html <==
<h3>Flow metrics</h3>
<table>
<tr><th>Metric</th><th>Value</th></tr>
<tr><th colspan="2">Floorplan</th></tr>
<tr><td>Overall die height</td><td>98 um</td></tr>
<tr><td>Total die size</td><td>0.00960 mm2</td></tr>
<tr><td>Die X</td><td>98 um</td></tr>
<tr><td>Starting density of the core</td><td>17.9%</td></tr>
<tr><td>Top Ports</td><td>2</td></tr>
<tr><td>Core area</td><td>0.00592 mm2</td></tr>
<tr><td>Rows</td><td>28</td></tr>
<tr><th colspan="2">Power and ir drop</th></tr>
<tr><td>Static leakage power</td><td>0.000390 uW</td></tr>
<tr><td>Peak supply drop</td><td>0.223 mV</td></tr>
<tr><td>Power density over cell area</td><td>426 mW/mm2</td></tr>
<tr><th colspan="2">Drt</th></tr>
<tr><td>First-pass DRT Iterations</td><td>4</td></tr>
<tr><td>Antenna Diode Count</td><td>0</td></tr>
<tr><td>Average wire length per cell after detail routing</td><td>9.16 um</td></tr>
<tr><td>Via Count</td><td>742</td></tr>
<tr><td>Detailed router's first-iteration violation count</td><td>24</td></tr>
<tr><td>Drc violations</td><td>0</td></tr>
<tr><td>Total wirelength of the detailed-routed design</td><td>1.75 mm</td></tr>
<tr><td>Vias per inst</td><td>3.88</td></tr>
<tr><td>Remaining antenna violation count after routing</td><td>0</td></tr>
<tr><th colspan="2">Yosys</th></tr>
<tr><td>Dominant register cell</td><td>sky130_fd_sc_hd__dfxtp_1</td></tr>
<tr><td>Mapped Area</td><td>0.00106 mm2</td></tr>
<tr><td>Yosys warning count</td><td>1</td></tr>
<tr><td>Cell count after synthesis</td><td>113</td></tr>
<tr><td>Number of distinct library cell variants in the gate-level netlist after synthesis</td><td>25</td></tr>
<tr><td>Largest area contributor in the synthesized netlist</td><td>sky130_fd_sc_hd__dfxtp_1</td></tr>
<tr><td>Synth Seq Share</td><td>39.7%</td></tr>
<tr><td>Synthesized area per cell</td><td>9.37 um2</td></tr>
<tr><td>Number of enable flip-flop cells</td><td>0</td></tr>
<tr><td>Most frequent cell after synthesis</td><td>sky130_fd_sc_hd__dfxtp_1</td></tr>
<tr><td>Chip Area, Yosys</td><td>0.00106 mm2</td></tr>
<tr><td>Fraction of synthesized cell area taken by the top area cell type</td><td>39.7%</td></tr>
<tr><td>Number of synthesized register bits</td><td>21</td></tr>
<tr><td>Synth top cells by count</td><td>21 x sky130_fd_sc_hd__dfxtp_1, 13 x sky130_fd_sc_hd__xnor2_1, 10 x sky130_fd_sc_hd__nand3_1, 10 x sky130_fd_sc_hd__nor2_1, 9 x sky130_fd_sc_hd__nor2_2</td></tr>
<tr><td>Proportion of register bits with asynchronous set or reset after synthesis</td><td>0%</td></tr>
<tr><td>Number of cells in the yosys synthesis report</td><td>113</td></tr>
<tr><td>Dominant cells by area after synthesis</td><td>sky130_fd_sc_hd__dfxtp_1 40%, sky130_fd_sc_hd__xnor2_1 11%, sky130_fd_sc_hd__nor4_4 6.0%</td></tr>
<tr><th colspan="2">Final layout</th></tr>
<tr><td>Largest regs</td><td>divcounter (21)</td></tr>
<tr><td>Logic cell area</td><td>603 um2</td></tr>
<tr><td>Register containing the most flip-flops in the final layout</td><td>divcounter</td></tr>
<tr><td>Number of flip-flops in the largest register</td><td>21</td></tr>
<tr><td>Fraction of final layout cells sized beyond drive strength 1</td><td>18.1%</td></tr>
<tr><td>Fill cells</td><td>637</td></tr>
<tr><td>Final design instance area without fill</td><td>0.00120 mm2</td></tr>
<tr><td>Synthesis-to-finish area growth</td><td>13.2%</td></tr>
<tr><td>Register Area</td><td>422 um2</td></tr>
<tr><th colspan="2">Clocking</th></tr>
<tr><td>Number of clock sinks seen by CTS</td><td>21</td></tr>
<tr><td>CTS tree</td><td>yes</td></tr>
<tr><td>Max Root-Sink Buffers</td><td>2</td></tr>
<tr><td>Total CTS buffers</td><td>3</td></tr>
<tr><td>Clock Latency Late Sink</td><td>0.25 ns</td></tr>
<tr><td>Clock-pin slew of the registers on the worst-case setup and hold paths</td><td>0.07 ns</td></tr>
<tr><td>Max H-tree Level</td><td>1</td></tr>
<tr><td>Cell chosen for the clock root</td><td>sky130_fd_sc_hd__clkbuf_8</td></tr>
<tr><th colspan="2">Setup path</th></tr>
<tr><td>Data arrival time of the critical path</td><td>1.76 ns</td></tr>
<tr><td>Critical path class</td><td>flip-flop to primary output</td></tr>
<tr><td>Critical path endpoint category</td><td>primary output</td></tr>
<tr><td>Worst endpoint required time</td><td>2.16 ns</td></tr>
<tr><td>Critical path startpoint category</td><td>flip-flop</td></tr>
<tr><td>Critical Path Fanout Max</td><td>4</td></tr>
<tr><th colspan="2">STA</th></tr>
<tr><td>Worst Tran Pin Value</td><td>0.582 ns</td></tr>
<tr><td>Setup TNS</td><td>0 ns</td></tr>
<tr><td>Final hold vios</td><td>0</td></tr>
<tr><td>Clock skew</td><td>0.00123 ns</td></tr>
<tr><td>Maximum clock frequency</td><td>434 MHz</td></tr>
<tr><td>Final worst path period need</td><td>2.30 ns</td></tr>
<tr><td>Final slew viol count</td><td>0</td></tr>
<tr><td>Post-layout period usage of the worst path</td><td>85.4%</td></tr>
<tr><td>Setup-violating endpoint count in the final report</td><td>0</td></tr>
<tr><td>Setup repair after global routing missed its margin</td><td>no</td></tr>
<tr><td>Minimum hold slack</td><td>0.508 ns</td></tr>
<tr><td>Slew margin rel.</td><td>61.2%</td></tr>
<tr><th colspan="2">Place</th></tr>
<tr><td>Placer Congestion</td><td>0.808</td></tr>
<tr><td>Standard cell area after detailed placement</td><td>0.00114 mm2</td></tr>
<tr><td>Number of input and output port buffers inserted</td><td>1</td></tr>
<tr><td>Detailed Place HPWL</td><td>1.31 mm</td></tr>
<tr><th colspan="2">Global route</th></tr>
<tr><td>Pin count of the biggest net entering global routing</td><td>14</td></tr>
<tr><td>Global-route wire length before repair</td><td>3.18 mm</td></tr>
<tr><td>Via count of the first global-routing pass</td><td>711</td></tr>
<tr><td>Number of antenna violations at the first check in global routing</td><td>0</td></tr>
<tr><td>All-Layer GR Usage</td><td>3.66%</td></tr>
<tr><td>GRT overflow</td><td>0</td></tr>
<tr><th colspan="2">Status</th></tr>
<tr><td>Status</td><td>finished, final reports clean</td></tr>
<tr><th colspan="2">Flow run</th></tr>
<tr><td>Tool warnings</td><td>26</td></tr>
<tr><td>Max cap viols</td><td>0</td></tr>
<tr><th colspan="2">Worst hold path</th></tr>
<tr><td>Worst min-delay path class</td><td>flip-flop to flip-flop</td></tr>
</table>
==> final timing paths <==
path / from / depth (start not counted) / to / slack, ns
worst max-delay path: divcounter[12] / 5 / clk_out / 0.40
worst min-delay path: divcounter[0] / 1 / divcounter[0] / 0.51
worst max register to register: divcounter[12] / 5 / divcounter[7] / 0.60
worst min register to register: divcounter[0] / 1 / divcounter[0] / 0.51
==> critical path, cell delays in order, from the launching register on <==
cell,delay (ns)
sky130_fd_sc_hd__dfxtp_2,0.33
sky130_fd_sc_hd__or4_4,0.54
sky130_fd_sc_hd__nor4_4,0.30
sky130_fd_sc_hd__nand3_1,0.13
sky130_fd_sc_hd__nor2_1,0.10
sky130_fd_sc_hd__dlymetal6s2s_1,0.10
==> cells by family (layout without fill, tap and decap cells) <==
group | count (synthesis) | in the layout | synth area share (%)
AOI/OAI and AO/OA | 2 | 2 | 0.946
xor gates and xnor gates | 17 | 17 | 14.1
adders and majority gates | 2 | 2 | 2.36
buffers and inverters | 7 | 10 | 3.31
DFF | 21 | 21 | 39.7
muxes | 2 | 2 | 1.89
and+or+nand+nor | 62 | 62 | 37.7
==> report_power, final <==
group	total [uW]	internal, uW	switching (uW)
combinational	0.000198	0	0
clock	201	105	95.9
sequential	309	309	0
total	510	414	95.9
==> metal layers <==
metal / vias up / track usage [%] / part of all wire, %
met1: 335 / 5.34 / 53
met2: 7 / 5.48 / 42
met5: - / 0 / 0
li1: 396 / - / -
met3: 4 / 0.427 / 1.5
met4: 0 / 1.12 / 3.1
==> layout by cell type (no fill, tap or decap) <==
cell type                        count
sky130_fd_sc_hd__a21oi_1             2
sky130_fd_sc_hd__and3_1              1
sky130_fd_sc_hd__and4_1              2
sky130_fd_sc_hd__buf_4               1
sky130_fd_sc_hd__clkbuf_1            1
sky130_fd_sc_hd__clkbuf_8            3
sky130_fd_sc_hd__dfxtp_1            20
sky130_fd_sc_hd__dfxtp_2             1
sky130_fd_sc_hd__dlymetal6s2s_1      1
sky130_fd_sc_hd__ha_1                2
sky130_fd_sc_hd__inv_1               4
sky130_fd_sc_hd__mux2i_1             2
sky130_fd_sc_hd__nand2_1             8
sky130_fd_sc_hd__nand2b_1            1
sky130_fd_sc_hd__nand3_1            10
sky130_fd_sc_hd__nand3_2             1
sky130_fd_sc_hd__nand4_1             3
sky130_fd_sc_hd__nand4_4             1
sky130_fd_sc_hd__nor2_1             10
sky130_fd_sc_hd__nor2_2              9
sky130_fd_sc_hd__nor2b_2             1
sky130_fd_sc_hd__nor3_1              6
sky130_fd_sc_hd__nor4_1              5
sky130_fd_sc_hd__nor4_4              3
sky130_fd_sc_hd__or4_4               1
sky130_fd_sc_hd__xnor2_1            13
sky130_fd_sc_hd__xor2_1              4
==> layout make-up <==
class	count	area share, %
clock buffers	4	3.76
well taps	75	7.83
multi-input cells	85	50.3
flip-flops and latches	21	35.2
inverters	4	1.25
repair buffers	2	1.67
==> stage by stage <==
stage,util (%),instances,power [uW],setup slack (ns)
6_report,20.2,191,510,0.395
5_1_grt,20.2,191,538,0.255
4_1_cts,20.1,190,518,0.0920
3_5_place_dp,19.3,186,317,0.400
3_3_place_gp,19.3,186,317,0.435
2_1_floorplan,-,113,317,1.01
==> timing repair <==
item,in CTS,in global routing
setup buffers,0,1
hold buffers,0,0
setup endpoints to repair,0,1
resized,0,2
Power is estimated from default activity; no workload was simulated.
