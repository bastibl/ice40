[/design/flow/design.v]
module baudgen
    #(
    parameter BAUD = 104
    )
(input wire clk,
               input wire clk_ena, 
               output wire clk_out);
localparam N = $clog2(BAUD);
reg [N-1:0] divcounter = 0;
always @(posedge clk)
  if (clk_ena)
    divcounter <= (divcounter == BAUD - 1) ? 0 : divcounter + 1;
  else
    divcounter <= BAUD - 1;
assign clk_out = (divcounter == 0) ? clk_ena : 0;
endmodule
`default_nettype none
module uart_tx 
    #(
    parameter BAUD = 104
    )
    (
         input wire clk,         
         input wire rst,        
         input wire start,       
         input wire [7:0] data,  
         output reg tx,          
         output wire ready       
       );
reg start_r; 
wire clk_baud;
reg [3:0] bitc;
reg [7:0] data_r;
wire load;     
wire baud_en;  
always @(posedge clk)
  start_r <= start;
always @(posedge clk)
  if (start == 1 && state == IDLE)
    data_r <= data;
reg [9:0] shifter;
always @(posedge clk)
  if (rst == 0)
    shifter <= 10'b11_1111_1111;
  else if (load == 1)
    shifter <= {data_r,2'b01};
  else if (load == 0 && clk_baud == 1)
    shifter <= {1'b1, shifter[9:1]};
always @(posedge clk)
  if (load == 1)
    bitc <= 0;
  else if (load == 0 && clk_baud == 1)
    bitc <= bitc + 1;
always @(posedge clk)
  tx <= shifter[0];
baudgen #(.BAUD(BAUD))
  BAUD0 (
    .clk(clk),
    .clk_ena(baud_en),
    .clk_out(clk_baud)
  );
localparam IDLE  = 0;   
localparam START = 1;   
localparam TRANS = 2;   
reg [1:0] state;
always @(posedge clk)
  if (rst == 0)
    state <= IDLE;
  else
    case (state)
      IDLE: 
        if (start_r == 1) 
          state <= START;
        else 
          state <= IDLE;
      START:
        state <= TRANS;
      TRANS:
        if (bitc == 11)
          state <= IDLE;
        else
          state <= TRANS;
      default:
        state <= IDLE;
    endcase
assign load = (state == START) ? 1 : 0;
assign baud_en = (state == IDLE) ? 0 : 1;
assign ready = (state == IDLE) ? 1 : 0;
endmodule
[/design/flow/run.sh]
#!/bin/bash
# OpenROAD 26Q1-2900-gdf79404cd8, Yosys 0.63+post, stock flow scripts
make -C /OpenROAD-flow-scripts/flow DESIGN_CONFIG=/design/flow/config.mk WORK_HOME=/design/flow/orfs finish
[/design/flow/config.mk]
export PLATFORM = sky130hd
export DESIGN_NAME = uart_tx
export DESIGN_NICKNAME = uart_tx
export VERILOG_FILES = /design/flow/design.v
export SDC_FILE = /design/flow/constraint.sdc
export NUM_CORES = 4
export LEC_CHECK = 1
export CORE_AREA = 10 10 95 95
export DIE_AREA = 0 0 105 105
[/design/flow/constraint.sdc]
current_design uart_tx

set clk_period 2.2
set clk_io_pct 0.2

create_clock -name clk0 -period $clk_period [get_ports {clk}]

set non_clock_inputs [all_inputs -no_clocks]
set_input_delay [expr $clk_period * $clk_io_pct] -clock clk0 $non_clock_inputs
set_output_delay [expr $clk_period * $clk_io_pct] -clock clk0 [all_outputs]
==> Slide: Implementation Results <==
Key Metrics from the Run

Run status
  • Outcome: finished clean

Drt
  • Avg WL per Cell: 10.1 µm
  • Routed WL: 2480 µm
  • Vias per cell: 4.05
  • Antenna viol nets, final: 0
  • Pre-Repair DR Iteration Count: 4
  • DR iter-0 viols: 63
  • Vias: 997
  • DRC: 0
  • Antenna fix cells: 0

STA
  • Hold WS: 0.358 ns
  • Relative max-transition margin: 51.6%
  • Max Slew Vio Count: 0
  • Setup violators final: 0
  • Clk_skew: 0.00368 ns
  • Fmax achieved: 0.538 GHz
  • Slew @ Worst Pin: 0.724 ns
  • Setup tns final: 0 ns
  • Minimum clock period: 1.86 ns
  • Crit share post-route: 84.5%
  • RSZ-0062 raised after global routing: no
  • Hold Vio Cnt, Final: 0

Worst setup path
  • Critical path buffer and inverter count: 1
  • FF-to-FF End: bitc[3]
  • Delay of the slowest cell on the worst path: 0.58 ns
  • Top delay family on crit path: flip-flops
  • Worst r2r path cells: 5
  • Worst path required time: 1.76 ns
  • Cell Chain, Critical Path: clkdlybuf4s50_1
  • Critical path type: flip-flop to primary output
  • Crit end category: primary output
  • Worst reg2reg setup slack: 0.36 ns
  • Critical Path AT: 1.42 ns
  • Crit path max fanout: 13
  • Slowest cell on the critical path: dfxtp_1
  • CP Launch Type: flip-flop
  • Critical R2R Launch: BAUD0.divcounter[0]

Job
  • Total of max-cap violations: 0
  • Tool warnings: 26

GRT
  • Gr busiest metal: met2
  • GR Layer Usage met2: 6.98%
  • Global-route wire length before repair: 4540 µm
  • GRT met1 Usage: 6.50%
  • Met3 Resource Use GR: 1.61%
  • Largest net degree at the start of global routing: 26
  • Total GRT Usage: 4.70%
  • Gr ovfl total: 0
  • Initial antenna violation count: 0
  • Vias in the first global route: 1015

Logic synthesis
  • Yosys chip area: 0.00142 mm²
  • Mapped Avg Cell Area: 10.4 µm²
  • Yosys reg bits: 34
  • Ys Warns: 2
  • Cell Area, Synth: 0.00142 mm²
  • Cells after Synth: 137
  • # Cells Yosys: 137
  • Seq share, synth: 53.6%
  • Unique cell types: 42

Min path
  • Hold EP: tx
  • Hold WC Path Type: flip-flop to flip-flop
  • Hold path cells: 0
  • HP Start: shifter[0]

Clocking
  • Clk latency late pin: 0.28 ns
  • Root Buffer: clkbuf_8
  • CTS Hold Bufs: 0
  • Sink Count: 34
  • CTS tree: done
  • CTS buffer count: 5
  • Clk buf depth: 2
  • Htree depth: 2
  • Clock transition at path regs: 0.07 ns
  • Post-CTS Setup Bufs: 0
  • Post-CTS sizing: 0

Power
  • Pleak: 0.585 nW
  • Internal: 1.01 mW
  • Combinational power share: 10.2%
  • Share of total power in the clock network: 35.2%
  • Switching Share: 23.9%
  • Seq pwr share: 54.5%
  • Psw: 0.317 mW
  • VDD IR max: 0.210 mV
  • PwrDens: 774 mW/mm²

Finish
  • Fillers: 750
  • Most frequent logic cell in the layout: dfxtp_1
  • Most frequent logic cells in the routed design: 26 x dfxtp_1, 12 x clkdlybuf4s50_1, 9 x nand2_1, 9 x nand2b_1
  • Layout area overhead: 20.4%
  • Final Core Density: 24.8%
  • Share of cells above drive strength 1: 11.3%

Placement
  • GPL Wtd Cong: 0.730
  • HPWL Detailed: 1750 µm
  • PortBufs: 12

Floorplan
  • Cell Rows: 30
  • Initial core utilization: 20.6%
  • Die area: 0.0110 mm²
  • Chip Width: 105 µm
  • I/O pins: 13
  • Die Y: 105 µm
  • Core area: 0.00691 mm²
-- flip-flops by register name, summed over array words and instances (netlist names) --
signal,cells
shifter,10
data_r,8
BAUD0.divcounter,7
tx,1
bitc,4
start_r,1
state,3
-- metrics by stage --
step                power [mW]  instance area (µm²)  instances  setup WS [ns]
floorplan                0.834                 1420        137          0.578
global placement         0.871                 1620        238          0.401
detailed placement       0.871                 1620        238          0.384
CTS                       1.34                 1710        246          0.325
global route              1.40                 1710        246          0.259
finish                    1.32                 1710        246          0.342
-- worst max path at each step --
stage	start	end	slack, ns	depth (start not counted)
final	state[0]	ready	0.34	1
after global routing	BAUD0.divcounter[0]	bitc[3]	0.26	5
after CTS	state[0]	ready	0.32	1
-- worst reg2reg max path: stages, from the launching register on --
cell and delay [ns]:
dfxtp_1 0.33, inv_1 0.06, ha_1 0.14, or3b_1 0.54
or4_1 0.56, a21oi_1 0.14
-- synthesized netlist by cell type (all sizes together) --
library cell / number / area [µm²]
o31ai: 1 / 7.51
o21ai: 8 / 40.0
inv: 6 / 22.5
o21a: 1 / 7.51
nand4: 1 / 6.26
nor4: 2 / 12.5
and2: 1 / 6.26
o311ai: 1 / 8.76
nor2b: 4 / 25.0
xnor2: 2 / 17.5
and3: 1 / 6.26
nand3: 7 / 35.0
a211oi: 1 / 7.51
o2111ai: 6 / 52.6
or3b: 1 / 8.76
dfxtp: 26 / 521
nand3b: 1 / 7.51
buf: 3 / 30.0
nand2b: 9 / 56.3
edfxtp: 8 / 240
nor4b: 2 / 17.5
nor2: 4 / 17.5
nor3b: 1 / 7.51
nor3: 2 / 10.0
or2: 1 / 6.26
ha: 3 / 37.5
xor2: 1 / 8.76
or3: 6 / 42.5
nand4b: 2 / 17.5
a21o: 1 / 7.51
nand2: 9 / 33.8
a221o: 1 / 11.3
clkbuf: 5 / 18.8
a311oi: 1 / 8.76
a31o: 1 / 8.76
o221ai: 1 / 8.76
a21oi: 4 / 20.0
or4: 2 / 18.8
-- power by group through the flow --
| stage | registers [mW] | logic, mW | clock network, mW |
|---|---|---|---|
| CTS | 0.722 | 0.137 | 0.485 |
| global route | 0.730 | 0.155 | 0.515 |
| finish | 0.722 | 0.135 | 0.466 |
-- kinds of logic after synthesis --
logic type      share of synthesized area, %
simple gates                            23.6
flops                                   53.6
compound gates                          13.3
buf+inv                                 5.02
xor+xnor                                1.85
fa+ha+maj                               2.64
-- metal layers --
| metal | share of wire (%) | wire length [µm] | vias to the layer above |
|---|---|---|---|
| met5 | 0 | 0 | - |
| met4 | 2.6 | 65 | 0 |
| met3 | 4.8 | 120 | 5 |
| met2 | 42 | 1040 | 14 |
| met1 | 51 | 1250 | 457 |
| li1 | - | - | 521 |
-- layout make-up --
type	instances	area (µm²)	share of cell area [%]
tap	96	120	7.02
timing repair buffer	13	128	7.46
clock inverter	1	5.00	0.293
inverter	6	22.5	1.32
sequential	34	761	44.5
clock buffer	7	86.3	5.05
multi-input combinational	89	588	34.4
Power is estimated from default activity; no workload was simulated.
